`flow/config.mk`:
```
export PLATFORM = sky130hd
export DESIGN_NAME = cdc_fifo
export DESIGN_NICKNAME = cdc_fifo
export VERILOG_FILES = /design/flow/design.v
export SDC_FILE = /design/flow/constraint.sdc
export NUM_CORES = 4
export LEC_CHECK = 1
export CORE_UTILIZATION = 30
```
`flow/constraint.sdc`:
```
current_design cdc_fifo

set clk_period 2.1
set clk_io_pct 0.2

create_clock -name clk0 -period $clk_period [get_ports {read_clk}]
create_clock -name clk1 -period $clk_period [get_ports {write_clk}]

set non_clock_inputs [all_inputs -no_clocks]
set_input_delay [expr $clk_period * $clk_io_pct] -clock clk0 $non_clock_inputs
set_output_delay [expr $clk_period * $clk_io_pct] -clock clk0 [all_outputs]
```
`flow/design.v`:
```
`timescale 1ns / 1ps
module cdc_fifo(
		input wire       write_clk,
		input wire       read_clk,
		input wire       write_rst_n,
		input wire       read_rst_n,
		input wire [7:0] write_data_external,
		input wire       write_enable_external,
		input wire       read_enable_external,
		output reg       full_external,
		output reg [7:0] read_data_external,
		output reg       empty_external
		);
   wire [7:0]			 read_data_external_next;
   wire				 full_external_next;
   wire				 empty_external_next;
   wire [3:0]			 write_addr_internal;
   wire				 write_enable_internal;
   wire [3:0]			 read_addr_internal;
   wire				 read_enable_internal;
   wire [3:0]			 write_addr_gray_internal;
   wire [3:0]			 read_addr_gray_internal;
   wire [3:0]			 w_tffs_out;
   wire [3:0]			 r_tffs_out;
   write_control_logic writer(
			      .write_clk(write_clk),
			      .write_rst_n(write_rst_n),
			      .write_addr_out(write_addr_internal),
			      .write_enable_out(write_enable_internal),
			      .write_enable(write_enable_external),
			      .full(full_external_next),
			      .write_addr_gray(write_addr_gray_internal),
			      .r_synchronization(r_tffs_out)
			      );
   read_control_logic reader(
			     .read_clk(read_clk),
			     .read_rst_n(read_rst_n),
			     .read_addr_out(read_addr_internal),
			     .read_enable_out(read_enable_internal),
			     .read_enable(read_enable_external),
			     .empty(empty_external_next),
			     .read_addr_gray(read_addr_gray_internal),
			     .w_synchronization(w_tffs_out)
			     );
   two_flip_flop_sync r_tffs(
			     .one_clk(read_clk),
			     .two_clk(write_clk),
			     .one_rst_n(read_rst_n),
			     .two_rst_n(write_rst_n),
			     .data_in(read_addr_gray_internal),
			     .data_out(r_tffs_out)
			     );
   two_flip_flop_sync w_tffs(
			     .one_clk(write_clk),
			     .two_clk(read_clk),
			     .one_rst_n(write_rst_n),
			     .two_rst_n(read_rst_n),
			     .data_in(write_addr_gray_internal),
			     .data_out(w_tffs_out)
			     );
   fifo_memory fifo_mem(
			.read_clk(read_clk),
			.write_clk(write_clk),
			.read_rst_n(read_rst_n),
			.write_rst_n(write_rst_n),
			.write_data(write_data_external),
			.write_addr_in(write_addr_internal),
			.write_enable_in(write_enable_internal),
			.read_addr_in(read_addr_internal),
			.read_enable_in(read_enable_internal),
			.read_data(read_data_external_next)
			);
   always @(posedge read_clk or negedge read_rst_n)
     begin
	if(read_rst_n == 1'b0)begin
	   empty_external <= 1'b1;
	   read_data_external <= 8'h00;
	end else begin
	   empty_external <= empty_external_next;
	   read_data_external <= read_data_external_next;
	end
     end  
   always @(posedge write_clk or negedge write_rst_n)
     begin
	if(write_rst_n == 1'b0)begin
	   full_external <= 1'b0;
	end else begin
	   full_external <= full_external_next;
	end
     end
endmodule
`timescale 1ns / 1ps
module fifo_memory(
		input wire       read_clk,
		input wire       write_clk,
		input wire       read_rst_n,
		input wire       write_rst_n,
		input wire [7:0] write_data,
		input wire [3:0] write_addr_in,
		input wire       write_enable_in,
		input wire [3:0] read_addr_in,
		input wire       read_enable_in,
		output reg [7:0] read_data
	);
reg [7:0]	fifo_data_current[0:7];
reg [7:0]   	fifo_data_next[0:7];
reg [7:0]       read_data_next;
integer		i;
integer		j;
  always @(posedge write_clk or negedge write_rst_n)
    begin
      if(write_rst_n == 1'b0)begin
	  for(i = 0; i <= 7; i = i + 1)begin
	    fifo_data_current[i] <= 8'h00;
	  end
      end else begin
	  for(i = 0; i <= 7; i = i + 1)begin
	    fifo_data_current[i] <= fifo_data_next[i];
	  end
      end  
    end  
  always @(posedge read_clk or negedge read_rst_n)
    begin
       if(read_rst_n == 1'b0)begin
          read_data <= 8'h00;
       end else begin
          read_data <= read_data_next;
       end 
    end
 always @(*)
   begin
      read_data_next = read_data;
      for(j = 0; j <= 7; j = j + 1)begin
	fifo_data_next[j] = fifo_data_current[j];
      end
      if(write_enable_in == 1'b1)begin
	fifo_data_next[write_addr_in[2:0]] = write_data;
      end
      if(read_enable_in == 1'b1)begin
	 read_data_next = fifo_data_current[read_addr_in[2:0]];
      end
   end  
endmodule  
`timescale 1ns / 1ps
module read_control_logic(
			  input wire	   read_clk,
			  input wire	   read_rst_n,
			  input wire	   read_enable,
			  input wire [3:0] w_synchronization,
			  output reg	   empty,
			  output reg [3:0] read_addr_out,
			  output reg	   read_enable_out,
			  output reg [3:0] read_addr_gray
			  );
   reg [3:0]			     read_pointer;
   reg [3:0]			     read_pointer_next;
   reg				     empty_next;
   reg [3:0]			     read_addr_out_next;
   reg [3:0]			     read_addr_gray_next;
   reg				     read_enable_out_next;
   reg [3:0]			     write_pointer_next;
   always @(posedge read_clk or negedge read_rst_n)
     begin
	if(read_rst_n == 1'b0)begin
	   read_pointer <= 4'b0000;
	   empty <= 1'b1;
	   read_enable_out <= 1'b0;
	   read_addr_out <= 4'b0000;
	   read_addr_gray <= 4'b0000;
	end else begin
	   read_pointer <= read_pointer_next;
	   empty <= empty_next;
	   read_enable_out <= read_enable_out_next;
	   read_addr_gray <= read_addr_gray_next;
	   read_addr_out <= read_addr_out_next;
        end  
     end  
   always @(*)
     begin
	read_pointer_next = read_pointer;
	empty_next = empty;
	read_enable_out_next = read_enable_out;
	read_addr_gray_next = read_addr_gray;
	read_addr_out_next = read_addr_out;
	if( (read_enable == 1'b1) & (empty == 1'b0) )begin
	   read_addr_out_next = read_pointer;
	   read_enable_out_next = 1'b1;
	   read_pointer_next = read_pointer + 1'b1;
	end else begin
	   read_enable_out_next = 1'b0;
	end
	case(read_pointer_next)
	  4'b0000: read_addr_gray_next = 4'b0000;
	  4'b0001: read_addr_gray_next = 4'b0001;
	  4'b0010: read_addr_gray_next = 4'b0011;
	  4'b0011: read_addr_gray_next = 4'b0010;
	  4'b0100: read_addr_gray_next = 4'b0110;
	  4'b0101: read_addr_gray_next = 4'b0111;
	  4'b0110: read_addr_gray_next = 4'b0101;
	  4'b0111: read_addr_gray_next = 4'b0100;
	  4'b1000: read_addr_gray_next = 4'b1100;
	  default: read_addr_gray_next = 4'b0000;
	endcase  
	case(w_synchronization)
	  4'b0000: write_pointer_next = 4'b0000;
	  4'b0001: write_pointer_next = 4'b0001;
	  4'b0011: write_pointer_next = 4'b0010;
	  4'b0010: write_pointer_next = 4'b0011;
	  4'b0110: write_pointer_next = 4'b0100;
	  4'b0111: write_pointer_next = 4'b0101;
	  4'b0101: write_pointer_next = 4'b0110;
	  4'b0100: write_pointer_next = 4'b0111;
	  4'b1100: write_pointer_next = 4'b1000;
	  default: write_pointer_next = 4'b0000;
	endcase  
	if( write_pointer_next == read_pointer_next ) begin
	   empty_next = 1'b1;
	   read_enable_out_next = 1'b0;
	end else begin
	   empty_next = 1'b0;
	end
     end  
endmodule  
`timescale 1ns / 1ps
module two_flip_flop_sync(
			  input wire	   one_clk,
			  input wire	   two_clk,
			  input wire	   one_rst_n,
			  input wire	   two_rst_n,
			  input wire [3:0] data_in,
			  output reg [3:0] data_out
			  );
   reg [3:0]				     data_out_internal;
   reg [3:0]				     data_in_internal;
   always @(posedge one_clk or negedge one_rst_n)
     begin
	if(one_rst_n == 1'b0)begin
	   data_in_internal <= 4'b0000;
	end else begin
	   data_in_internal <= data_in;
	end
     end
   always @(posedge two_clk or negedge two_rst_n)
     begin
	if(two_rst_n == 1'b0)begin
	   data_out_internal <= 4'b0000;
	   data_out <= 4'b0000;
	end else begin
	   data_out_internal <= data_in_internal;
	   data_out <= data_out_internal;
        end
     end
endmodule  
`timescale 1ns/1ps
module write_control_logic(
			   input wire	    write_clk,
			   input wire	    write_rst_n,
			   input wire	    write_enable,
			   input wire [3:0] r_synchronization,
			   output reg	    full,
			   output reg [3:0] write_addr_out,
			   output reg	    write_enable_out,
			   output reg [3:0] write_addr_gray
			   );
   reg [3:0]			      write_pointer;
   reg [3:0]			      write_pointer_next;
   reg				      full_next;
   reg [3:0]			      write_addr_gray_next;
   reg [3:0]			      write_addr_next;
   reg				      write_enable_out_next;
   reg [3:0]			      read_pointer_next;
   always @(posedge write_clk or negedge write_rst_n)
     begin
	if(write_rst_n == 1'b0)begin
	   write_pointer <= 4'b0000;
	   full <= 1'b0;
	   write_enable_out <= 1'b0;
	   write_addr_out <= 4'b0000;
	   write_addr_gray <= 4'b0000;
	end else begin
	   write_pointer <= write_pointer_next;
	   full <= full_next;
	   write_enable_out <= write_enable_out_next;
	   write_addr_gray <= write_addr_gray_next;
	   write_addr_out <= write_addr_next;
	end
     end
   always @(*)
     begin
	write_pointer_next = write_pointer;
	full_next = full;
	write_enable_out_next = write_enable_out;
	write_addr_gray_next = write_addr_gray;
	write_addr_next = write_addr_out;
	if( (write_enable == 1'b1) & (full == 1'b0) )begin
	   write_addr_next = write_pointer;
	   write_enable_out_next = 1'b1;
	   write_pointer_next = write_pointer + 1'b1;
	end else begin
	   write_enable_out_next = 1'b0;
	end
	case(write_pointer_next)
	  4'b0000: write_addr_gray_next = 4'b0000;
	  4'b0001: write_addr_gray_next = 4'b0001;
	  4'b0010: write_addr_gray_next = 4'b0011;
	  4'b0011: write_addr_gray_next = 4'b0010;
	  4'b0100: write_addr_gray_next = 4'b0110;
	  4'b0101: write_addr_gray_next = 4'b0111;
	  4'b0110: write_addr_gray_next = 4'b0101;
	  4'b0111: write_addr_gray_next = 4'b0100;
	  4'b1000: write_addr_gray_next = 4'b1100;
	  default: write_addr_gray_next = 4'b0000;
	endcase  
	case(r_synchronization)
	  4'b0000: read_pointer_next = 4'b0000;
	  4'b0001: read_pointer_next = 4'b0001;
	  4'b0011: read_pointer_next = 4'b0010;
	  4'b0010: read_pointer_next = 4'b0011;
	  4'b0110: read_pointer_next = 4'b0100;
	  4'b0111: read_pointer_next = 4'b0101;
	  4'b0101: read_pointer_next = 4'b0110;
	  4'b0100: read_pointer_next = 4'b0111;
	  4'b1100: read_pointer_next = 4'b1000;
	  default: read_pointer_next = 4'b0000;
	endcase  
	if ( (write_pointer_next[2:0] == read_pointer_next[2:0]) && (write_pointer_next[3] != read_pointer_next[3]) ) begin
	   full_next = 1'b1;
	   write_enable_out_next = 1'b0;
	end else begin
	   full_next = 1'b0;
	end
     end  
endmodule  
```
`flow/run.sh`:
```
#!/bin/bash
# OpenROAD 26Q1-2900-gdf79404cd8, Yosys 0.63+post, stock flow scripts
make -C /OpenROAD-flow-scripts/flow DESIGN_CONFIG=/design/flow/config.mk WORK_HOME=/design/flow/orfs finish
```
==> impl_metrics.py <==
# Auto-generated metrics
metrics = {
    "synthesis": {
        "ys_warn_count": 7,
        "synth_area_um2": 5290,
        "flop_cell": "dfrtp_1",
        "synthArstFlopShare_pct": 100,
        "synthDistinctLibCells": 35,
        "edf_count": 0,
        "ys_cells": 383,
        "ys.flops": 132,
        "synth_cells": 383,
        "top_area_share_pct": 61.5,
        "yosysTopAreaCell": "dfrtp_1",
        "ys_seq_share_pct": 62.4,
        "avgSynthCellArea_um2": 13.8,
        "top_cells_by_count": "dfrtp_1 (130), mux2_2 (62), inv_1 (28)",
        "synth.most_common_cell": "dfrtp_1",
        "yosysChipArea_um2": 5290,
        "synthTopCellsByArea": "dfrtp_1 (61%), mux2_2 (13%), a22o_1 (2.6%)",
    },
    "final_layout": {
        "drive_gt1_share_pct": 27.0,
        "layout.cells.non_filler": 662,
        "fin_util_pct": 36.9,
        "area_delta_synth_final_pct": 20.2,
        "final_area_um2": 6360,
    },
    "detailed_routing": {
        "via_count": 3024,
        "routed_via_density": 4.57,
        "firstDrtPassIters": 6,
        "wire_per_inst_um": 13.9,
        "diodes": 0,
        "drt_iter0_drc": 219,
        "route.detailed.drc": 0,
        "drtAntennaViolNets": 0,
        "finalWirelength_um": 9220,
    },
    "critical_path": {
        "crit_required_ns": 2.26,
        "slowest_stage": "clkdlybuf4s50_1",
        "r2r_slack_ns": 0.29,
        "r2r_start": "reader.read_addr_out[2]",
        "crit_path_max_fanout": 2,
        "cp.arrival_ns": 2.01,
        "crit_buf_inv": 1,
        "cp-end-kind": "flip-flop",
        "cp_top_family": "buffers and inverters",
        "start_kind": "input port",
        "reg2reg_to": "fifo_mem.read_data[3]",
        "cp_cell_sequence": "clkdlybuf4s50_1 -> nor2b_4 -> and4_4 -> xnor3_1 -> o41a_1",
        "critPathMaxStageDelay_ns": 0.48,
        "criticalPathCategory": "input port to flip-flop",
        "setup.worst_path.start": "read_enable_external",
        "reg2regPathDepth": 5,
    },
    "final_timing": {
        "skew_ns": 0.00738,
        "drv_slew": 0,
        "worst_slew_pin_slew_ns": 0.609,
        "setup_viol": 0,
        "hold_slack_ns": 0.0331,
        "rsz0062_at_grt": "no",
        "relSlewSlack_pct": 59.2,
        "post-route-worst-setup-slack_ns": 0.247,
        "hold_viol": 0,
    },
    "power_and_ir_drop": {
        "power.density_nw_per_um2": 1630,
        "ir_drop_mv": 0.675,
        "leakage_nw": 2.80,
    },
    "placed_design": {
        "port_buffers": 22,
        "dp_slack_ns": -0.0370,
        "dp_hpwl_um": 6530,
        "dp.cells": 638,
        "gp_congestion": 0.802,
        "placed_cell_area_um2": 5910,
    },
    "floorplanning": {
        "fp_util_pct": 30.7,
        "coreArea_um2": 17200,
        "io_pins": 24,
        "die_h_um": 135,
        "chip_area_um2": 18200,
        "rows": 48,
        "die_w_um": 135,
    },
    "global_route": {
        "grt_pass1_wl_um": 15500,
        "grt.total_usage_pct": 11.0,
        "grt_overflow": 0,
        "antenna_found_initial": 0,
        "first_global_vias": 2967,
        "grt_start_max_net_pins": 38,
    },
    "clock_tree": {
        "cts_setup_buffers": 0,
        "cts_tree": "yes",
        "clkTransAtPathRegs_ns": 0.07,
        "postCtsResizedCells": 0,
        "clock-sinks": 132,
        "cts_hold_buf": 0,
    },
    "flow_run": {
        "maxCapViolCount": 0,
        "warnings": 26,
    },
    "outcome": {
        "status": "completed",
    },
    "min_path": {
        "worstHoldPathType": "input port to async pin",
    },
}
[power by group]
group	switching (mW)	internal, mW	leakage (nW)
Sequential	0.722	3.76	1.61
Combinational	1.58	1.96	0.964
Clock	0.926	1.43	0.224
[layout make-up]
type                            count  area [um^2]
Clock buffer                       18          385
Clock inverter                      6         66.3
Fill cell                        1582        10900
Inverter                           28          105
Multi-Input combinational cell    207         1810
Sequential cell                   132         3310
Tap cell                          225          282
Timing Repair Buffer               46          405
[state kept, by name, summed over array words and instances, names as in the netlist, 3 cells and up]
register                    cells
r_tffs.data_in_internal         4
reader.read_pointer             4
r_tffs.data_out                 4
writer.write_addr_gray          4
read_data_external              8
writer.write_addr_out           3
writer.write_pointer            4
w_tffs.data_in_internal         4
reader.read_addr_out            3
w_tffs.data_out                 4
w_tffs.data_out_internal        4
fifo_mem.read_data              8
reader.read_addr_gray           4
fifo_mem.fifo_data_current     64
r_tffs.data_out_internal        4
[per-stage QoR]
step                TNS [ns]  power (mW)
floorplan                  0        6.92
global placement    -0.00516        7.99
detailed placement   -0.0370        8.08
CTS                        0        10.5
global route               0        11.1
finish                     0        10.4
[cells in the final DEF, fill, tap and decap left out, types with 10 or more instances in the layout]
cell type	instances
dfrtp_1	130
mux2_2	62
inv_1	28
buf_4	24
clkdlybuf4s50_1	20
a22o_1	16
o21ai_0	16
xnor2_1	14
clkbuf_16	14
mux2i_1	12
nand2_1	11
nor2_1	10
[cells by family (layout without fill, tap and decap cells)]
family          after synthesis  count (layout)  synth area share [%]
simple gates                 49              49                  5.53
xor+xnor                     20              20                  3.85
buf+inv                      44              98                  3.31
mux                          74              74                  15.5
flops                       132             132                  62.4
compound gates               58              58                  7.99
fa+ha+maj                     6               6                  1.42
[worst max-delay path by stage]
stage / endpoint / slack, ns / cells past startpoint
after CTS: reader.read_enable_out / 0.24 / 5
after global routing: reader.read_enable_out / 0.18 / 5
final: reader.read_enable_out / 0.25 / 5
[routing by layer]
metal	global-route usage, %	vias up	share of wire [%]	wire length (um)
met3	2.41	15	4.6	426
li1	-	1444	-	-
met4	2.31	0	2.4	218
met5	0	-	0	0
met1	18.1	1500	49	4530
met2	15.3	65	44	4050
Power and IR drop assume default switching activity.
